[design/flow/run.sh]
#!/bin/bash
# OpenROAD 26Q1-2900-gdf79404cd8, Yosys 0.63+post, stock flow scripts
make -C /OpenROAD-flow-scripts/flow DESIGN_CONFIG=/design/flow/config.mk WORK_HOME=/design/flow/orfs finish
[design/flow/config.mk]
export PLATFORM = sky130hd
export DESIGN_NAME = Actividad1
export DESIGN_NICKNAME = Actividad1
export VERILOG_FILES = /design/flow/design.v
export SDC_FILE = /design/flow/constraint.sdc
export NUM_CORES = 4
export LEC_CHECK = 1
export CORE_UTILIZATION = 30
[design/flow/constraint.sdc]
current_design Actividad1

set clk_period 5.4
set clk_io_pct 0.2

create_clock -name clk0 -period $clk_period [get_ports {CLOCK_50}]

set non_clock_inputs [all_inputs -no_clocks]
set_input_delay [expr $clk_period * $clk_io_pct] -clock clk0 $non_clock_inputs
set_output_delay [expr $clk_period * $clk_io_pct] -clock clk0 [all_outputs]
[design/flow/design.v]
module Actividad1(
	input 		          		CLOCK_50,
	output		     [9:0]		LEDR,
	input 		     [9:0]		SW
);
   wire [31:0] bus_32;
	temporizador t1(
		.reloj(CLOCK_50),
		.salida(bus_32)
		);
	multiplexor m1(
		.data0x(bus_32[31:28]),
		.data1x(bus_32[27:24]),
		.sel(SW[4]),
		.result(LEDR[9:6])
		);
endmodule
module multiplexor (
	data0x,
	data1x,
	sel,
	result);
	input [3:0] data0x;
	input [3:0] data1x;
	input sel;
	output[3:0] result;
	assign result = sel ? data1x : data0x;
endmodule
module temporizador (reloj, salida);
	input reloj;
	output [31:0] salida;
	reg [31:0] salida;
	always @(posedge reloj)
		begin
			salida <= salida + 1;
		end
endmodule
==> changes_impl.md <==
## Implementation

* Drt wl/cell at 11.95 um
* Layout Area Growth over Synthesis at 11.87%
* Late-Pin Clk Latency at 280 ps
* First-pass GRT wire length at 4091 um
* Clock Power Share at 43.9%
* Post-Synthesis Cell Area at 1401 um^2
* CP Data Required Time at 4320 ps
* Gr usage total at 10.21%
* Worst vdd ir at 0.1771 mV
* Core ar. at 4414 um^2
* Vias/cell at 4.794
* H-tree level count at 2
* Final setup violation count at 0
* CTS tree: built
* Final design utilization at 35.52%
* Critical path, cell by cell: clkdlybuf4s50_1, mux2_2, clkdlybuf4s50_1
* CTS Root Cell: clkbuf_8
* Drt first pass iters at 4
* Slew HR at 61.51%
* Largest registers: t1.salida (32)
* WP data arrival at 2440 ps
* Clock slew seen by the registers of the worst setup and hold paths at 60 ps
* Setup crit start kind: primary input
* Vias in the first global route at 880
* Total internal power at 341.4 uW
* Top cell area share at 45.71%
* Largest net degree at the start of global routing at 10
* Count of cell types in the netlist at 23
* Antenna violations before repair at 0
* FMAX at 283.8 MHz
* Starting DRC count in detailed routing at 36
* Max incr delay on CP at 580 ps
* Remaining antenna violation count at 0
* # DRC at 0
* CP Capture Type: output port
* Yosys Instances at 137
* Status: completed
* Synth area leader: dfxtp_1
* Number of core rows at 24
* Critical path's slowest cell: clkdlybuf4s50_1
* Cell mode on critical path: clkdlybuf4s50_1
* Post-CTS Resized at 0
* Total gr overflow at 0
* Total vias in the final route at 954
* Final WL at 2379 um
* Post-DP HPWL at 1628 um
* Post-layout min period at 3524 ps
* Top Ports at 21
* Port Buf Inserts at 5
* # diodes at 0
* TritonCTS Buffers at 5
* Die height at 70.35 um
* Setup_tns at 0 ps
* Die x size at 70.35 um
* Yosys warns at 7
* FP Util at 31.75%
* YS chip area at 1401 um^2
* Buffer-and-inverter tally for the worst setup path at 2
* Max reg flops at 32
* CTS sink cnt at 32
* WHS at 427.0 ps
* Hold WC Path Type: flop to flop
* Mean Syn Cell Area at 10.23 um^2
* Worst-Margin Slew at 574.3 ps
* Crit path max fanout at 5
* Setup Skew at 1.326 ps
* Largest Register: t1.salida
* Final hold viol count at 0
* Sw frac at 19.72%
* Final Cycle Share at 65.26%
* Total setup buffers inserted after CTS at 0
* Top cells, area: dfxtp_1, xnor2_1, xor2_1
* Reg power frac at 55.5%
* Power Density at 271.3 nW/um^2
* CTS Hold Bufs at 0
* Seq/Total Area, Yosys at 45.71%
* Clock buffer depth at 2
* Psw at 83.84 uW
* Tool Warnings at 34
* Seq cells post-synth at 32
* Placer congestion estimate at 0.7510
* Chip area at 4948 um^2
* Synth Instances at 137
* RSZ-0062 raised after global routing: false
* Max-cap viol count at 0
* Leakage at 0.5717 nW
* Logic pwr share at 0.6%
* Layout cells sized above 1 at 10.88%
* CP top delay family: buffers and inverters
* Pins Over Slew Limit at 0
* Setup Crit Path Kind: primary input to output port
## synth_stat cells
cell and n:
and4_1 5, nand2_1 11, nor4_2 3, conb_1 1, nor2_1 3, nor3_2 1
xnor2_1 19, buf_2 1, xor2_1 11, ha_1 1, and4_2 1, nand4_1 14
dfxtp_1 32, and2_1 5, buf_4 7, nand4_4 1, nand3_1 7, nor3_1 4
o21ai_0 1, inv_1 2, nand3_2 1, mux2_2 3, and3_1 3
## worst paths after layout
| kind | depth (start not counted) | end | start | slack [ps] |
|---|---|---|---|---|
| worst max register to register | 5 | t1.salida[18] | t1.salida[0] | 3580 |
| worst min-delay path | 1 | t1.salida[0] | t1.salida[0] | 430 |
| worst max-delay path | 3 | LEDR[8] | SW[4] | 1880 |
| worst min register to register | 1 | t1.salida[0] | t1.salida[0] | 430 |
## final cells by class
cell class | instances | area [um^2]
Fill cell | 418 | 2846
Multi-Input combinational cell | 100 | 714.4
Sequential cell | 32 | 640.6
Clock buffer | 8 | 90.09
Tap cell | 52 | 65.06
Timing Repair Buffer | 5 | 50.05
Inverter | 2 | 7.507
## logic make-up (layout without fill, tap and decap cells)
| logic type | after synthesis | count (layout) | synth area share, % |
|---|---|---|---|
| other | 1 | 6 | 0.2676 |
| DFF | 32 | 32 | 45.71 |
| AOI/OAI and AO/OA | 1 | 1 | 0.3568 |
| xor gates and xnor gates | 30 | 30 | 18.75 |
| adders and majority gates | 1 | 1 | 0.8927 |
| buffers and inverters | 10 | 15 | 4.643 |
| and+or+nand+nor | 59 | 59 | 26.96 |
| muxes | 3 | 3 | 2.411 |
## stage by stage
stage          area [um^2]  instances  total power, mW  setup slack [ps]
2_1_floorplan         1420        142           0.2448              2958
3_3_place_gp          1478        191           0.2439              1888
3_5_place_dp          1478        191           0.2438              1879
4_1_cts               1568        199           0.4292              1866
5_1_grt               1568        199           0.4409              1822
6_report              1568        199           0.4253              1876
## power groups by stage
stage / registers, mW / clock network (mW) / logic, mW
4_1_cts: 0.236 / 0.191 / 0.00254
5_1_grt: 0.236 / 0.202 / 0.00279
6_report: 0.236 / 0.187 / 0.00242
## routing by layer
layer | global-route usage [%] | vias to the layer above | routed length, um
met3 | 2.628 | 7 | 86
met2 | 14.60 | 14 | 975
met4 | 2.000 | 0 | 51
met5 | 0 | - | 0
met1 | 15.85 | 446 | 1266
li1 | - | 487 | -
## cell usage in the layout (no fill, tap or decap), types with 2 or more instances in the layout
cell and count:
nand3_1 7, xnor2_1 19, and3_1 3, and4_1 5
clkbuf_1 2, nand4_1 14, mux2_2 3, and2_1 5
xor2_1 11, nor4_2 3, inv_1 2, clkdlybuf4s50_1 5
nor3_1 4, clkbuf_8 6, nand2_1 11, dfxtp_1 32
nor2_1 3, conb_1 6
Power figures rest on the tool's default switching activity, not on a simulated workload.
